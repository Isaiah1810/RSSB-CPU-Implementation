==> design.v <==
module demux #(parameter OUT_WIDTH = 8, IN_WIDTH = 3, DEFAULT = 0)(
   input                      in,
   input [IN_WIDTH-1:0]       sel,
   output logic [OUT_WIDTH-1:0] out);
   always_comb begin
      out = (DEFAULT === 1'b0) ? {OUT_WIDTH {1'b0}} : {OUT_WIDTH {1'b1}};
      out[sel] = in;
   end
endmodule : demux
module Mux4to1
  #(parameter WIDTH = 16)
  (output logic [WIDTH-1:0] Y,
   input logic [WIDTH-1:0] I0, I1, I2, I3,
   input logic [1:0] S);
  always_comb begin
    case(S)
      0: Y = I0;
      1: Y = I1;
      2: Y = I2;
      3: Y = I3;
    endcase
  end
endmodule: Mux4to1
module Register
  #(parameter WIDTH = 8)
  (output logic [WIDTH-1:0] Q,
   input logic [WIDTH-1:0] D,
   input logic en, clear, clock,reset);
  always_ff @(posedge clock, posedge reset)
    if(reset)
      Q <= '0;
    else if(en)
      Q <= D;
    else if(clear)
      Q <= '0;
endmodule: Register
module tridrive #(parameter WIDTH = 16) (
   input  logic [WIDTH-1:0] data,
   output logic [WIDTH-1:0] bus,
   input  logic             en);
   assign bus = (en === 1'b1)? data : {WIDTH {1'bz}};
endmodule: tridrive
module Mux2to1
  #(parameter WIDTH = 8)
  (output logic [WIDTH-1:0] Y,
   input logic [WIDTH-1:0] I0, I1,
   input logic S);
  assign Y = S ? I1 : I0;
endmodule: Mux2to1
==> run.sh <==
#!/bin/bash
# OpenROAD 26Q1-2900-gdf79404cd8, Yosys 0.63+post, stock flow scripts
make -C /OpenROAD-flow-scripts/flow DESIGN_CONFIG=/design/flow/config.mk WORK_HOME=/design/flow/orfs finish
==> config.mk <==
export PLATFORM = sky130hd
export DESIGN_NAME = Mux4to1
export DESIGN_NICKNAME = Mux4to1
export VERILOG_FILES = /design/flow/design.v
export SDC_FILE = /design/flow/constraint.sdc
export NUM_CORES = 4
export LEC_CHECK = 1
export CORE_AREA = 10 10 70 70
export DIE_AREA = 0 0 80 80
==> constraint.sdc <==
current_design Mux4to1

set clk_period 1.0
set clk_io_pct 0.2

create_clock -name clk0 -period $clk_period

set non_clock_inputs [all_inputs -no_clocks]
set_input_delay [expr $clk_period * $clk_io_pct] -clock clk0 $non_clock_inputs
set_output_delay [expr $clk_period * $clk_io_pct] -clock clk0 [all_outputs]
==> impl_metrics.env <==
# flow metrics
export IMPL_synth_cell_area_um2=424.2
export IMPL_drive_above_1_share_pct=36.27
export IMPL_fin_crit_sh_pct=124.7
export IMPL_fmax_mhz=802.1
export IMPL_port_buffers=82
export IMPL_rsz0062_at_grt="yes"
export IMPL_path_delay_family="multiplexers"
export IMPL_drtPass1Iterations=2
export IMPL_violations="setup timing"
export IMPL_cts_setup_buffers=0
export IMPL_routed_via_density=4.041
export IMPL_setup_slack_ps=-246.7
export IMPL_gr_total_overflow=0
export IMPL_yosys_area_um2=424.2
export IMPL_drc_errors=0
export IMPL_tns_ps=-3778
export IMPL_crit_required_ps=800
export IMPL_status="finished, violations left"
export IMPL_dp_cells=147
export IMPL_fp_util_pct=12.42
export IMPL_antenna_found_initial=0
export IMPL_worstSetupPathType="input port to primary output"
export IMPL_seqCellArea_um2=0
export IMPL_die_w_um=80
export IMPL_hold_depth=3
export IMPL_yosys_warnings=2
export IMPL_ant_nets=0
export IMPL_p_leak_uw=0.0005497
export IMPL_path_depth=4
export IMPL_hold_viol_final=0
export IMPL_path_buffers=3
export IMPL_setup_violations_final=16
export IMPL_antennaDiodeCount=0
export IMPL_max_stage_delay_ps=490
export IMPL_ys_seq_share_pct=0
export IMPL_synth_stat_cells=20
export IMPL_synth_cell_type_count=5
export IMPL_min_from="I1[10]"
export IMPL_die_h_um=80
export IMPL_vdd_ir_drop_worst_mv=0.1010
export IMPL_min_to="Y[10]"
export IMPL_crit_path_frequent_cell="buf_12"
export IMPL_flops=0
export IMPL_final_cells=148
export IMPL_arrival_ps=1050
export IMPL_slew_violations=0
export IMPL_end_kind="primary output"
export IMPL_postSynthAreaPerCell_um2=21.21
export IMPL_grt_start_max_net_pins=9
export IMPL_die_area_um2=6400
export IMPL_vias=598
export IMPL_min_path_type="input port to primary output"
export IMPL_power_density_nw_per_um2=346.3
export IMPL_synthCells=20
export IMPL_wl_per_cell_um=18.48
export IMPL_grt_pass1_wl_mm=4.174
export IMPL_finalCriticalPeriod_ps=1247
export IMPL_num_rows=21
export IMPL_routed_wl_mm=2.735
export IMPL_cp_max_fo=8
export IMPL_clkbuf_count=0
export IMPL_grt_pass1_vias=793
export IMPL_dr_first_iter_drc_count=3
export IMPL_grt_util_all_layers_pct=8.272
export IMPL_core_area_um2=3416
export IMPL_max_slew_margin_pct=92.41
export IMPL_warnings=35
export IMPL_ioPinCount=82
export IMPL_gp_congestion=0.8038
export IMPL_hpwlAfterDp_mm=2.415
export IMPL_path_cells="buf_12 -> buf_12 -> mux4_2 -> buf_2"
export IMPL_synthToLayoutAreaGrowth_pct=173.2
export IMPL_total_power_uw=401.3
export IMPL_startpoint_type="input port"
export IMPL_maxCapViolations=0
export IMPL_nFillCells=377
export IMPL_critPathSlowestCell="mux4_2"
export IMPL_worstMarginPinSlew_ps=113.9
## logic make-up (layout without fill, tap and decap cells)
logic type	count (synthesis)	after routing	share of synthesized area, %
buf+inv	4	86	9.735
mux	16	16	90.27
## placed cells by master (no fill, tap or decap), drive strengths merged
cell and instances:
clkdlybuf4s15 1, mux4 16, dlygate4sd2 64, buf 21
## power breakdown
| group | switching [uW] | internal [uW] | total (uW) | leakage (uW) |
|---|---|---|---|---|
| clock network | 0 | 0 | 0 | 0 |
| logic | 97.9 | 303 | 401 | 0.000550 |
| registers | 0 | 0 | 0 | 0 |
| total | 97.9 | 303 | 401 | 0.000550 |
## stage by stage
| stage | hold slack (ps) | cell area, um^2 | setup slack [ps] | util, % |
|---|---|---|---|---|
| 3_3_place_gp | 1525 | 1296 | -1091 | 37.95 |
| 3_5_place_dp | 1527 | 1296 | -1115 | 37.95 |
| 2_1_floorplan | 559.2 | 432.9 | -88.01 | - |
| 6_report | 884.6 | 1159 | -246.7 | 33.92 |
| 5_1_grt | 906.7 | 1159 | -292.4 | 33.92 |
| 4_1_cts | 891.1 | 1157 | -268.1 | 33.88 |
## layout make-up
class	instances	area (um^2)	area share, %
Timing Repair Buffer	86	740.7	63.93
Tap cell	46	57.56	4.968
Multi-Input combinational cell	16	360.3	31.10
## worst max-delay path by stage
stage	startpoint	end	slack [ps]
CTS	S[0]	Y[0]	-270
global route	S[0]	Y[5]	-290
finish	S[0]	Y[0]	-250
## cell usage after synthesis
| cell | instances | area [um^2] |
|---|---|---|
| buf_12 | 1 | 20.02 |
| buf_6 | 1 | 11.26 |
| buf_2 | 2 | 10.01 |
| mux4_1 | 6 | 157.7 |
| mux4_2 | 10 | 225.2 |
## metal layers
layer	track usage, %	wire [um]	up-vias
li1	-	-	268
met1	9.727	1151	265
met2	13.24	1110	65
met3	5.341	473	0
met4	0	0	0
met5	0	0	-
## what timing repair did
action | in CTS | in global routing
gates cloned | 1 | 0
resized | 131 | 1
setup endpoints to repair | 16 | 16
hold buffers | 0 | 0
Power figures rest on the tool's default switching activity, not on a simulated workload.
